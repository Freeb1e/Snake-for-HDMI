File: design/flow/constraint.sdc
current_design Apple_Gen

set clk_period 1.3
set clk_io_pct 0.2

create_clock -name clk0 -period $clk_period [get_ports {clk}]

set non_clock_inputs [all_inputs -no_clocks]
set_input_delay [expr $clk_period * $clk_io_pct] -clock clk0 $non_clock_inputs
set_output_delay [expr $clk_period * $clk_io_pct] -clock clk0 [all_outputs]
File: design/flow/config.mk
export PLATFORM = sky130hd
export DESIGN_NAME = Apple_Gen
export DESIGN_NICKNAME = Apple_Gen
export VERILOG_FILES = /design/flow/design.v
export SDC_FILE = /design/flow/constraint.sdc
export NUM_CORES = 4
export LEC_CHECK = 1
export CORE_AREA = 10 10 78 78
export DIE_AREA = 0 0 88 88
File: design/flow/design.v
`timescale 1ns / 1ps
module Apple_Gen #(
    parameter [9:0] SEED_X = 10'b0000000001,  
    parameter [9:0] SEED_Y = 10'b0001000100   
)(
    input clk,
    input rst,
    output reg [4:0] rand_x,  
    output reg [4:0] rand_y   
);
    reg [9:0] lfsr_x;
    reg [9:0] lfsr_y;
    wire feedback_x;
    wire feedback_y;
    assign feedback_x = lfsr_x[9] ^ lfsr_x[6];
    assign feedback_y = lfsr_y[9] ^ lfsr_y[6];
    always @(posedge clk or negedge rst) begin
        if (!rst) begin
            lfsr_x <= SEED_X;  
            lfsr_y <= SEED_Y;  
        end else begin
            lfsr_x <= {lfsr_x[8:0], feedback_x};  
            lfsr_y <= {lfsr_y[8:0], feedback_y};  
        end
    end
    always @(posedge clk or negedge rst) begin
        if (!rst) begin
            rand_x <= 5'b10;
            rand_y <= 5'b10;
        end else begin
            rand_x <= lfsr_x[4:0] % 30;  
            rand_y <= lfsr_y[4:0] % 20;  
        end
    end
endmodule
File: design/flow/run.sh
#!/bin/bash
# OpenROAD 26Q1-2900-gdf79404cd8, Yosys 0.63+post, stock flow scripts
make -C /OpenROAD-flow-scripts/flow DESIGN_CONFIG=/design/flow/config.mk WORK_HOME=/design/flow/orfs finish
==> qor.tcl <==
set qor(ys_chip_area_um2) 958
set qor(synth_flops) 27
set qor(core_area_um2) 4410
set qor(cts_buffer_depth) 2
set qor(yosys_cells) 60
set qor(worstPathMaxFanout) 2
set qor(cts-buffers-inserted) 3
set qor(grt.total_usage_pct) 3.93
set qor(synth.comb.largest_family) {simple AND/OR/NAND/NOR gates}
set qor(numPortBuffers) 11
set qor(antenna_found_initial) 0
set qor(synth_warnings) 1
set qor(hold_slack_ps) 342
set qor(ctsRootBufferMaster) {sky130_fd_sc_hd__clkbuf_8}
set qor(detail_route.first_pass.iterations) 3
set qor(place.gp.congestion) 0.776
set qor(antenna_left) 0
set qor(clock.fmax_mhz) 785
set qor(synthAoiAreaFrac_pct) 3.79
set qor(io_pins) 12
set qor(crit_start) {lfsr_y[2]$_DFF_PN1_}
set qor(warnings) 26
set qor(routedWlPerCell_um) 11.1
set qor(yosys-mux-area-fraction_pct) 3.13
set qor(finalMaxSlewViolations) 0
set qor(critPathTopFamily) {flip-flops}
set qor(yosys.area_share.xor_xnor_pct) 3.66
set qor(die.size.y_um) 88
set qor(path_clk_slew_ps) 90
set qor(finalWorstPathRequiredPeriod_ps) 1270
set qor(drt_first_iter_violations) 33
set qor(htree_levels) 1
set qor(synth.cell_area_um2) 958
set qor(tritoncts) {yes}
set qor(drc) 0
set qor(critical-path-slowest-cell) {sky130_fd_sc_hd__dfstp_2}
set qor(timing_worst_slew_pin_value_ps) 233
set qor(clk-insertion-delay-late_ps) 270
set qor(hp-class) {in -> async}
set qor(cap_viol_max_count) 0
set qor(detail_route.antenna_diodes) 0
set qor(critical_path.cell_chain) {dlygate4sd2_1}
set qor(grt_overflow) 0
set qor(area_delta_synth_final_pct) 32.0
set qor(timing.critical_path.required_ps) 1040
set qor(synth.top_cell.area_share_pct) 60.1
set qor(synth.top_cells.by_area) {sky130_fd_sc_hd__dfrtp_1, sky130_fd_sc_hd__dfstp_2, sky130_fd_sc_hd__ha_1}
set qor(fraction_of_layout_cells_with_a_size_suffix_above_1_pct) 30.4
set qor(synth.avg_cell_area_um2) 16.0
set qor(regToRegStartpoint) {lfsr_y[2]$_DFF_PN1_}
set qor(placement_rows) 24
set qor(p_leak_nw) 0.620
set qor(netlist-cell-type-count) 20
set qor(dieWidth_um) 88
set qor(final.setup_skew_ps) 11.6
set qor(report.final.hold_viol_count) 0
set qor(routed_wl_um) 1460
set qor(dr_total_vias) 510
set qor(simple_gate_share_pct) 11.7
set qor(fp_util_pct) 21.7
set qor(synth_adder_area_share_pct) 3.92
set qor(worstSetupPathType) {reg -> out}
set qor(relSlewSlack_pct) 84.4
set qor(finalPower_w) 0.00131
set qor(hpwl_um) 999
set qor(grt_pass1_wl_um) 2450
set qor(syn-instance-count) 60
set qor(run_status) {completed}
set qor(layout_worst_path_cycle_share_pct) 98.0
set qor(synth_seq_share_pct) 71.0
set qor(critical-path-max-stage-delay_ps) 550
set qor(fp.dieArea_um2) 7740
set qor(cts.sink_count) 27
set qor(power.ir.vdd_worst_mv) 0.462
set qor(rsz0062_at_grt) {yes}
set qor(pwr_density_cell_nw_per_um2) 1040
set qor(crit_buf_inv) 1
set qor(finalSetupViolations) 0
set qor(worst_setup_path_start_kind) {flop}
set qor(synth.largest_area_cell) {sky130_fd_sc_hd__dfrtp_1}
set qor(first_global_vias) 521
set qor(detail_route.vias_per_cell) 3.89
set qor(worstSetupEndpointType) {output pin}
set qor(critPathArrivalTime_ps) 1010
set qor(pin_count_of_the_biggest_net_entering_global_routing) 28
-- state kept, by name, summed over array words and instances (netlist names) --
| name | cells |
|---|---|
| lfsr_x | 10 |
| lfsr_y | 10 |
| rand_x | 4 |
| rand_y | 3 |
-- report_power, final --
part	internal (W)	switching [W]	total [W]
sequential	0.000840	0	0.000840
clock	0.000214	0.000235	0.000449
combinational	0.00000876	0.0000161	0.0000249
total	0.00106	0.000251	0.00131
-- per-layer routing --
metal  part of all wire (%)  global-route usage (%)  vias up
li1                       -                       -      243
met4                   0.55                   0.290        0
met1                     47                    5.44      249
met2                     38                    5.22       16
met3                     14                    2.62        2
met5                      0                       0        -
-- cell families (layout without fill, tap and decap cells) --
group	count (synthesis)	count (layout)
AOI/OAI and AO/OA	6	6
DFF	27	27
buffers and inverters	4	23
muxes	3	3
xor gates and xnor gates	4	4
and+or+nand+nor	13	13
adders and majority gates	3	3
-- placed cells by master, fill, tap and decap left out --
cell type	n
sky130_fd_sc_hd__a21oi_1	4
sky130_fd_sc_hd__dfrtp_1	21
sky130_fd_sc_hd__nand2b_1	4
sky130_fd_sc_hd__ha_4	3
sky130_fd_sc_hd__and4b_1	2
sky130_fd_sc_hd__nor4b_4	1
sky130_fd_sc_hd__xor2_1	2
sky130_fd_sc_hd__dfstp_2	4
sky130_fd_sc_hd__o211ai_1	1
sky130_fd_sc_hd__buf_12	1
sky130_fd_sc_hd__buf_4	4
sky130_fd_sc_hd__xnor2_1	2
sky130_fd_sc_hd__dlygate4sd2_1	10
sky130_fd_sc_hd__or2_4	1
sky130_fd_sc_hd__inv_1	1
sky130_fd_sc_hd__o21ai_2	1
sky130_fd_sc_hd__clkbuf_8	3
sky130_fd_sc_hd__nor2_1	1
sky130_fd_sc_hd__dfrtp_2	2
sky130_fd_sc_hd__and3_4	1
sky130_fd_sc_hd__or2b_1	1
sky130_fd_sc_hd__clkdlybuf4s50_1	1
sky130_fd_sc_hd__mux2i_1	3
sky130_fd_sc_hd__clkinv_2	1
sky130_fd_sc_hd__and4bb_1	1
sky130_fd_sc_hd__buf_6	2
sky130_fd_sc_hd__nand3b_1	1
-- timing repair --
action | in CTS | in global routing
resized | 16 | 4
hold buffers | 0 | 0
cloned | 0 | 0
endpoints found under the setup margin | 14 | 5
setup buffers | 3 | 0
pin swaps | 1 | 2
-- final cells by class --
class	count	area (um2)
inverter	1	3.75
clock buffer	3	41.3
sequential	27	683
clock inverter	1	5.00
tap	52	65.1
timing repair buffer	18	170
fill	428	3150
multi-input combinational	29	297
-- cells in the mapped netlist --
master / n
sky130_fd_sc_hd__nand3b_1: 1
sky130_fd_sc_hd__o211ai_1: 1
sky130_fd_sc_hd__dfstp_2: 4
sky130_fd_sc_hd__and4b_1: 2
sky130_fd_sc_hd__dfrtp_1: 23
sky130_fd_sc_hd__a21oi_1: 4
sky130_fd_sc_hd__buf_4: 3
sky130_fd_sc_hd__xnor2_1: 2
sky130_fd_sc_hd__nor2_1: 1
sky130_fd_sc_hd__o21ai_2: 1
sky130_fd_sc_hd__or2b_1: 1
sky130_fd_sc_hd__mux2i_1: 3
sky130_fd_sc_hd__and3_1: 1
sky130_fd_sc_hd__ha_1: 3
sky130_fd_sc_hd__nor4b_4: 1
sky130_fd_sc_hd__and4bb_1: 1
sky130_fd_sc_hd__or2_2: 1
sky130_fd_sc_hd__nand2b_1: 4
sky130_fd_sc_hd__inv_1: 1
sky130_fd_sc_hd__xor2_1: 2
-- metrics by stage --
| stage | worst slack (ps) | std cells | util (%) | setup TNS (ps) | instance area, um2 |
|---|---|---|---|---|---|
| global placement | -11.5 | 124 | 26.1 | -18.4 | 1150 |
| floorplan | 16.2 | 60 | - | 0 | 958 |
| finish | 26.6 | 131 | 28.7 | 0 | 1260 |
| CTS | 27.3 | 131 | 28.1 | 0 | 1240 |
| detailed placement | -78.6 | 124 | 26.1 | -247 | 1150 |
| global route | -5.99 | 131 | 28.7 | -11.0 | 1260 |
-- final timing paths --
| check | endpoint | slack (ps) | cells past startpoint |
|---|---|---|---|
| max in group asynchronous | lfsr_x[0]$_DFF_PN1_ | 730 | 2 |
| min | lfsr_y[1]$_DFF_PN0_ | 340 | 2 |
| min in group clk0 | lfsr_y[6]$_DFF_PN1_ | 350 | 0 |
| min reg2reg | lfsr_y[6]$_DFF_PN1_ | 350 | 0 |
| max | rand_y[1] | 30 | 1 |
| max reg2reg | rand_y[4]$_DFF_PN0_ | 50 | 5 |
